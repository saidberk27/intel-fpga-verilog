--- flow/run.sh ---
#!/bin/bash
# OpenROAD 26Q1-2900-gdf79404cd8, Yosys 0.63+post, stock flow scripts
make -C /OpenROAD-flow-scripts/flow DESIGN_CONFIG=/design/flow/config.mk WORK_HOME=/design/flow/orfs finish
--- flow/config.mk ---
export PLATFORM = sky130hd
export DESIGN_NAME = decoder_4x16
export DESIGN_NICKNAME = decoder_4x16
export VERILOG_FILES = /design/flow/design.v
export SDC_FILE = /design/flow/constraint.sdc
export NUM_CORES = 4
export LEC_CHECK = 1
export CORE_AREA = 10 10 70 70
export DIE_AREA = 0 0 80 80
--- flow/constraint.sdc ---
current_design decoder_4x16

set clk_period 1.0
set clk_io_pct 0.2

create_clock -name clk0 -period $clk_period

set non_clock_inputs [all_inputs -no_clocks]
set_input_delay [expr $clk_period * $clk_io_pct] -clock clk0 $non_clock_inputs
set_output_delay [expr $clk_period * $clk_io_pct] -clock clk0 [all_outputs]
--- flow/design.v ---
module decoder_4x16 (
    input wire [3:0] A, 
    output wire [15:0] Y 
);
    wire nA3, nA2, nA1, nA0;
    not (nA3, A[3]);
    not (nA2, A[2]);
    not (nA1, A[1]);
    not (nA0, A[0]);
    and (Y[0],  nA3, nA2, nA1, nA0);
    and (Y[1],  nA3, nA2, nA1, A[0]);
    and (Y[2],  nA3, nA2, A[1], nA0);
    and (Y[3],  nA3, nA2, A[1], A[0]);
    and (Y[4],  nA3, A[2], nA1, nA0);
    and (Y[5],  nA3, A[2], nA1, A[0]);
    and (Y[6],  nA3, A[2], A[1], nA0);
    and (Y[7],  nA3, A[2], A[1], A[0]);
    and (Y[8],  A[3], nA2, nA1, nA0);
    and (Y[9],  A[3], nA2, nA1, A[0]);
    and (Y[10], A[3], nA2, A[1], nA0);
    and (Y[11], A[3], nA2, A[1], A[0]);
    and (Y[12], A[3], A[2], nA1, nA0);
    and (Y[13], A[3], A[2], nA1, A[0]);
    and (Y[14], A[3], A[2], A[1], nA0);
    and (Y[15], A[3], A[2], A[1], A[0]);
endmodule
module bcd_to_7segment (
    input wire [3:0] A,  
    output wire a, b, c, d, e, f, g  
);
    wire A3, A2, A1, A0;
    wire a_int, b_int, c_int, d_int, e_int, f_int, g_int;
    assign A3 = A[3];
    assign A2 = A[2];
    assign A1 = A[1];
    assign A0 = A[0];
    or (a_int, 
        (A3 & ~A2 & A1 & ~A0), 
        (~A3 & ~A2 & ~A1 & A0), 
        (~A3 & A2 & ~A1 & ~A0), 
        (~A3 & A2 & A1 & A0)
    );
    or (b_int, 
        (A3 & A2 & ~A1 & A0), 
        (~A3 & A2 & A1 & ~A0), 
        (A3 & A2 & A1 & ~A0), 
        (A3 & ~A2 & A1 & A0)
    );
    or (c_int, 
        (~A3 & ~A2 & A1 & ~A0), 
        (A3 & A2 & A1 & ~A0), 
        (A3 & A2 & ~A1 & ~A0)
    );
    or (d_int, 
        (~A3 & ~A2 & ~A1 & A0), 
        (~A3 & A2 & ~A1 & ~A0), 
        (~A3 & A2 & A1 & A0), 
        (A3 & ~A2 & A1 & ~A0)
    );
    or (e_int, 
        (~A3 & ~A2 & ~A1 & A0), 
        (~A3 & ~A2 & A1 & A0), 
        (~A3 & A2 & ~A1 & ~A0)
    );
    or (f_int, 
        (~A3 & ~A2 & ~A1 & A0), 
        (~A3 & ~A2 & A1 & ~A0), 
        (A3 & ~A2 & A1 & A0), 
        (~A3 & A2 & ~A1 & ~A0)
    );
    or (g_int, 
        (~A3 & ~A2 & ~A1 & ~A0), 
        (A3 & A2 & A1 & ~A0), 
        (~A3 & A2 & A1 & A0)
    );
    not (a, a_int);
    not (b, b_int);
    not (c, c_int);
    not (d, d_int);
    not (e, e_int);
    not (f, f_int);
    not (g, g_int);
endmodule
module tb_decoder_4x16;
    reg [3:0] A;  
    wire [15:0] Y;  
    decoder_4x16 dut (
        .A(A),
        .Y(Y)
    );
    initial begin
        A = 4'b0000;
        #10;
        A = 4'b0001;
        #10;
        A = 4'b0010;
        #10;
        A = 4'b0011;
        #10;
        A = 4'b0100;
        #10;
        A = 4'b0101;
        #10;
        A = 4'b0110;
        #10;
        A = 4'b0111;
        #10;
        A = 4'b1000;
        #10;
        A = 4'b1001;
        #10;
        A = 4'b1010;
        #10;
        A = 4'b1011;
        #10;
        A = 4'b1100;
        #10;
        A = 4'b1101;
        #10;
        A = 4'b1110;
        #10;
        A = 4'b1111;
        #10;
    end
endmodule
module tb_bcd_to_7segment;
    reg [3:0] A;
    wire a, b, c, d, e, f, g; 
    bcd_to_7segment dut (
        .A(A),
        .a(a), .b(b), .c(c), .d(d), .e(e), .f(f), .g(g)
    );
    initial begin
        A = 4'b0000;
        #10;
        A = 4'b0001;
        #10;
        A = 4'b0010;
        #10;
        A = 4'b0011;
        #10;
        A = 4'b0100;
        #10;
        A = 4'b0101;
        #10;
        A = 4'b0110;
        #10;
        A = 4'b0111;
        #10;
        A = 4'b1000;
        #10;
        A = 4'b1001;
        #10;
        A = 4'b1010;
        #10;
        A = 4'b1111;
        #10;
        A = 4'b1010;
        #10;
        A = 4'b1111;
        #10;
    end
endmodule
==> metrics.csv <==
metric,value,unit
synth_cell_types,7,
critPathKind,primary input to primary output,
maxCapViolations,0,
fin_crit_sh,113,%
core,3420,um2
max-slew-margin-rel,87.7,%
hold_depth,4,
yosysTopAreaCell,nor4b_4,
wl,1.35,mm
powerDensity,355,nW/um2
p_leak,0.388,nW
yosys_cells,20,
avgViaCountPerCell,3.29,
seq_cells,0,
required,0.80,ns
postSynthSeqShare,0,%
grt_util_all_layers,4.04,%
seq_area,0,um2
grt_pass1_wl,2.10,mm
warning_count,34,
synthesis.area,277,um2
antenna_found_initial,0,
synthToLayoutAreaGrowth,185,%
dr.first_iter.drc_count,8,
power_frac_comb,100.0,%
crit_slowest_cell,nor4b_4,
ctsHoldBuffers,0,
die_w,80,um
ys_chip_area,277,um2
p_sw_share,32.2,%
worstSetupStartpoint,A[0],
synthTopCellsByCount,"and4b_1 (4), and4bb_1 (4), buf_6 (4), nor4b_4 (4), and4bb_2 (2)",
slew_viol_final,0,
vias,349,
initCoreUtil,8.10,%
hp-class,primary input to primary output,
gr-total-overflow,0,
die_h,80,um
layout_setup_ws,-0.135,ns
numPortBuffers,20,
max-vdd-ir-drop,0.138,mV
status,finished with violations,
comb_area,231,um2
syn_avg_cell_area,13.8,um2
fin_crit,1.13,ns
routedWlPerCell,12.7,um
synth_cells,20,
drt_pass1_iterations,2,
hold_end,Y[0],
finalHoldViolCount,0,
slowest_delay,0.25,ns
worstMarginPinSlew,0.183,ns
die-area,6400,um2
setup_viol,15,
grt_pass1_vias,382,
io-pin-count,20,
place_congestion,0.613,
post-place-ws,-0.795,ns
drcViolationCount,0,
place_hpwl,721,um
critical_path.max_fanout,5,
antenna_cells,0,
fillers,373,
nClkBuffers,0,
power_frac_clock,0,%
arrival,0.93,ns
max_freq,881,MHz
yosys-top-cells-area,"nor4b_4 (34%), and4bb_1 (18%), buf_6 (16%)",
yosys_warnings,0,
crit_chain,"buf_8, buf_16, buf_6, nor4b_4, buf_2",
ant_nets,0,
p_switching,0.0900,mW
min_from,A[2],
fin_util,23.0,%
grt_max_degree,9,
seqPwrFrac,0,%
endpoint_kind,primary output,
intPower,0.189,mW
failed_checks,setup timing,
drive_gt1_share,85.0,%
start_kind,primary input,
top_area_share,34.4,%
grt_setup_unrepaired,yes,
rows,21,
-- worst max-delay path, delay by kind of cell --
kind / cells / cell delay, ns
buffers and inverters: 4 / 0.49
and+or+nand+nor: 1 / 0.25
-- cell type report --
class                      instances  area share [%]
tap                               46            7.31
multi-input combinational         16            29.4
timing repair buffer              44            63.3
-- timing repair --
action / 4_1_cts / 5_1_grt
setup endpoints to repair: 16 / 16
gates resized: 91 / 7
gates cloned: 3 / 0
buffers inserted: 15 / 1
pin swaps: 11 / 5
-- kinds of logic (layout without fill, tap and decap cells) --
kind of cell | after synthesis | count (layout) | synth area share, %
buf+inv | 4 | 44 | 16.3
simple gates | 16 | 16 | 83.7
-- routing by layer --
metal | global-route usage (%) | vias up | part of all wire (%)
met3 | 1.82 | 0 | 12
met5 | 0 | - | 0
met1 | 6.72 | 156 | 57
li1 | - | 172 | -
met4 | 0 | 0 | 0
met2 | 4.57 | 21 | 30
-- power by group through the flow --
stage     Clock (mW)  Sequential, mW  Combinational (mW)
6_report           0               0               0.279
5_1_grt            0               0               0.296
4_1_cts            0               0               0.265
-- metrics by stage --
stage / instances / setup TNS, ns / power, mW / instance area, um2 / hold slack, ns
CTS: 105 / -1.13 / 0.265 / 762 / 0.750
floorplan: 20 / 0 / 0.0716 / 277 / 0.535
detailed placement: 87 / -12.31 / 0.162 / 577 / 1.51
finish: 106 / -1.12 / 0.279 / 787 / 0.747
global route: 106 / -1.59 / 0.296 / 787 / 0.765
global placement: 87 / -12.44 / 0.161 / 577 / 1.51
-- worst max path at each step --
| stage | end | slack [ns] | cells after the start |
|---|---|---|---|
| 4_1_cts | Y[8] | -0.13 | 5 |
| 5_1_grt | Y[2] | -0.18 | 5 |
| 6_report | Y[8] | -0.13 | 5 |
-- placed cells by master (no fill, tap or decap), drive strengths merged --
master | Yosys | layout
and4 | 1 | 1
and4b | 4 | 4
and4bb | 6 | 6
buf | 4 | 43
clkbuf | 0 | 1
nor4 | 1 | 1
nor4b | 4 | 4
Power and IR drop assume default switching activity.
