## config.mk

```make
export PLATFORM = sky130hd
export DESIGN_NAME = sync_counter_4bit
export DESIGN_NICKNAME = sync_counter_4bit
export VERILOG_FILES = /design/flow/design.v
export SDC_FILE = /design/flow/constraint.sdc
export NUM_CORES = 4
export LEC_CHECK = 1
export CORE_AREA = 10 10 70 70
export DIE_AREA = 0 0 80 80
```

## constraint.sdc

```tcl
current_design sync_counter_4bit

set clk_period 1.0
set clk_io_pct 0.2

create_clock -name clk0 -period $clk_period [get_ports {clk}]

set non_clock_inputs [all_inputs -no_clocks]
set_input_delay [expr $clk_period * $clk_io_pct] -clock clk0 $non_clock_inputs
set_output_delay [expr $clk_period * $clk_io_pct] -clock clk0 [all_outputs]
```

## design.v

```verilog
module jk_flip_flop (
    input wire J,
    input wire K,
    input wire clk,
    input wire reset,
    output reg Q,
    output wire Qnot
);
    assign Qnot = ~Q;
    always @(posedge clk or posedge reset) begin
        if (reset) begin
            Q <= 1'b0;
        end else begin
            case ({J, K})
                2'b00: Q <= Q;       
                2'b01: Q <= 1'b0;    
                2'b10: Q <= 1'b1;    
                2'b11: Q <= ~Q;      
                default: Q <= Q;     
            endcase
        end
    end
endmodule
module sync_counter_4bit (
    input wire clk,
    input wire reset,
    output wire [3:0] count
);
    wire [3:0] Q;
    wire [3:0] Qnot;
    wire reset_internal;
    jk_flip_flop jk_ff0 (
        .J(1'b1), 
        .K(1'b1), 
        .clk(clk), 
        .reset(reset_internal), 
        .Q(Q[0]), 
        .Qnot(Qnot[0])
    );
    jk_flip_flop jk_ff1 (
        .J(Q[0]), 
        .K(Q[0]), 
        .clk(clk), 
        .reset(reset_internal), 
        .Q(Q[1]), 
        .Qnot(Qnot[1])
    );
    jk_flip_flop jk_ff2 (
        .J(Q[0] & Q[1]), 
        .K(Q[0] & Q[1]), 
        .clk(clk), 
        .reset(reset_internal), 
        .Q(Q[2]), 
        .Qnot(Qnot[2])
    );
    jk_flip_flop jk_ff3 (
        .J(Q[0] & Q[1] & Q[2]), 
        .K(Q[0] & Q[1] & Q[2]), 
        .clk(clk), 
        .reset(reset_internal), 
        .Q(Q[3]), 
        .Qnot(Qnot[3])
    );
    assign count = Q;
    assign reset_internal = reset | (count == 4'd14);
endmodule
module tb_jk_flip_flop;
    reg J;
    reg K;
    reg clk;
    reg reset;
    wire Q;
    wire Qnot;
    jk_flip_flop uut (
        .J(J),
        .K(K),
        .clk(clk),
        .reset(reset),
        .Q(Q),
        .Qnot(Qnot)
    );
    initial begin
        J = 0;
        K = 0;
        clk = 0;
        reset = 0;
        #10 reset = 1;
        #10 reset = 0;
        #20 J = 0; K = 0;
        #20 J = 0; K = 1;
        #20 J = 1; K = 0;
        #20 J = 1; K = 1;
        #20 J = 1; K = 1;
        #20 J = 0; K = 0;
    end
    always #5 clk = ~clk;
    initial begin
        $monitor("At time %t, J = %b, K = %b, reset = %b, Q = %b, Qnot = %b", 
                  $time, J, K, reset, Q, Qnot);
    end
endmodule
module tb_sync_counter_4bit;
    reg clk;
    reg reset;
    wire [3:0] count;
    sync_counter_4bit uut (
        .clk(clk),
        .reset(reset),
        .count(count)
    );
    initial begin
        clk = 0;
        reset = 1;
        #15 reset = 0;
    end
    always #5 clk = ~clk;
    initial begin
        $monitor("At time %t, count = %b", $time, count);
    end
endmodule
```

## run.sh

```bash
#!/bin/bash
# OpenROAD 26Q1-2900-gdf79404cd8, Yosys 0.63+post, stock flow scripts
make -C /OpenROAD-flow-scripts/flow DESIGN_CONFIG=/design/flow/config.mk WORK_HOME=/design/flow/orfs finish
```

==> run_results.csv <==
group,metric,value,unit
final_timing,tightest_slew,301.1,ps
route,ant_nets,0,
final_layout,post-route-util,8.864,%
clock_network,cts_buffers,3,
worst_setup_path,path_buffers,1,
synthesis,ys_cells,15,
synthesis,netlist_area,185.2,um2
clock_network,htree_num_levels,1,
floorplan,coreArea,3416,um2
clock_network,clk_path_buf_depth,2,
synthesis,top_area_cell,"dfrtp_1",
worst_setup_path,critPathMaxStageDelay,380,ps
synthesis,ys_warn_count,2,
global_routing,grtUsageTotal,1.415,%
global_routing,grt_max_degree,5,
final_timing,hold_slack,326.1,ps
final_timing,worst_slack,67.35,ps
run,drv_cap,0,
synthesis,ys_ff,4,
global_routing,grt_overflow,0,
route,via_per_inst,1.857,
final_layout,ff_latch_area,100.1,um2
worst_setup_path,path_max_fanout,2,
final_timing,fin_crit,932.7,ps
synthesis,synthArstFlopShare,100.0,%
power_and_ir_drop,p_per_area,1215,nW/um2
route,wire_per_inst,6.057,um
final_layout,fillers,405,
synthesis,top_cells_by_count,"4 x buf_4, 4 x dfrtp_1, 2 x xnor2_1",
final_timing,slew_viol_final,0,
run_status,status,"finished clean",
route,first_iter_violations,4,
clock_network,cts_tree,"done",
final_layout,drive_gt1_share,54.17,%
worst_setup_path,cp-start-kind,"flip-flop",
floorplan,fp_util,5.421,%
synthesis,synthFlopType,"dfrtp_1",
power_and_ir_drop,vdd_drop_max,0.0009131,V
global_routing,antenna_found_initial,0,
synthesis,synth-edff-count,0,
worst_setup_path,worstSetupPathType,"flip-flop to output pin",
final_timing,grt_setup_unrepaired,"no",
clock_network,clkSlewWorstSetupHoldPaths,40,ps
synthesis,top_cell_area_share,54.05,%
global_routing,grt_pass1_vias,131,
floorplan,chipArea,6400,um2
worst_setup_path,arrival,730,ps
synthesis,syn_avg_cell_area,12.35,um2
route,drc_errors,0,
route,num_vias,130,
route,dr.pass1.iters,4,
placed_design,dp_worst_setup_slack,-30.13,ps
final_timing,finalHoldViolCount,0,
min_path,hold_class,"input pin to async pin",
synthesis,synthCells,15,
floorplan,top_level_ports,6,
worst_setup_path,cp.required,800,ps
final_timing,finalCritPeriodShare,93.27,%
global_routing,grt_pass1_wl,641,um
clock_network,cts_sinks,4,
placed_design,gp_congestion,0.6627,
worst_setup_path,rrSetupSlack,150,ps
final_timing,finalSetupViolCount,0,
clock_network,cts_root_buf,"clkbuf_4",
final_timing,slew_headroom,79.93,%
power_and_ir_drop,p_leak,0.1377,nW
worst_setup_path,critPathCaptureType,"output pin",
clock_network,hold_buffers,0,
final_timing,skew,5.980,ps
floorplan,fp.dieW,80,um
synthesis,ys_types,8,
synthesis,synth_seq_share,54.05,%
worst_setup_path,slowest_stage,"dfrtp_1",
floorplan,die_h,80,um
route,drt_wl_total,424,um
synthesis,yosys_area,185.2,um2
worst_setup_path,worstPathCellList,"buf_2",
route,n_antenna_cell,0,
floorplan,num_rows,21,
synthesis,top_cells_by_area,"dfrtp_1 54%, buf_4 16%, xnor2_1 9.5%",
placed_design,numPortBuffers,5,
clock_network,clock.latency.late_pin,230,ps
run,warnings,26,
final_layout,mi_logic_area,51.30,um2
final_layout,synthToLayoutAreaGrowth,63.51,%
final_timing,fmax,1072,MHz
worst_setup_path,critPathTopFamily,"flip-flops",
[report_power, final]
group / leakage [nW] / internal, W / total [W] / switching [W]
Sequential: 0.0566 / 0.000163 / 0.000163 / 0
Clock: 0.0138 / 0.000134 / 0.000195 / 0.0000615
Combinational: 0.0673 / 0.00000501 / 0.00000960 / 0.00000459
[cell families after synthesis]
kind of cell    after synthesis  share of synthesized area, %
buf+inv                       5                         18.24
xor+xnor                      3                         14.19
flops                         4                         54.06
compound gates                1                         8.786
simple gates                  2                         4.725
[layout make-up]
type | count | area share (%)
inverters | 1 | 1.240
clock buffers | 3 | 7.438
flip-flops and latches | 4 | 33.06
well taps | 46 | 19.01
repair buffers | 10 | 22.31
multi-input cells | 6 | 16.94
[registers in the layout, summed over array words and instances (netlist names)]
name	cells
jk_ff2.Q	1
jk_ff1.Q	1
jk_ff0.Q	1
jk_ff3.Q	1
[timing repair]
action / in CTS / in global routing
setup buffers: 1 / 0
cloned: 0 / 0
setup endpoints to repair: 4 / 3
gates resized: 9 / 3
[cell usage in the layout (no fill, tap or decap)]
cell type        Yosys  layout
a41oi_2              1       1
buf_2                0       1
buf_4                4       5
clkbuf_2             0       3
clkbuf_4             0       3
clkdlybuf4s50_1      0       1
dfrtp_1              4       4
inv_1                1       1
nand2_1              1       1
nand3_1              1       1
xnor2_1              2       2
xor2_1               1       1
[stage by stage]
step,instance area [um2],power (W),std cells,TNS (ps)
6_report,302.8,0.0003678,70,0
3_3_place_gp,292.8,0.0001743,66,-49.82
2_1_floorplan,185.2,0.0001688,15,0
4_1_cts,317.8,0.0003748,70,-13.72
3_5_place_dp,292.8,0.0001745,66,-54.21
5_1_grt,302.8,0.0003997,70,0
[per-layer routing]
layer / track usage [%] / part of all wire, %
met5: 0 / 0
met1: 2.069 / 60
met3: 1.591 / 12
met2: 1.204 / 28
met4: 0.1761 / 0
[final timing paths]
kind                                      startpoint                   end  cells after the start
worst max-delay path              jk_ff0.Q$_DFF_PP0_              count[0]                      1
worst min-delay path                           reset    jk_ff0.Q$_DFF_PP0_                      2
worst max register to register  jk_ff3.Q$_DFFE_PP0P_  jk_ff3.Q$_DFFE_PP0P_                      3
worst min register to register  jk_ff2.Q$_DFFE_PP0N_    jk_ff0.Q$_DFF_PP0_                      2
max in group asynchronous       jk_ff3.Q$_DFFE_PP0P_  jk_ff1.Q$_DFFE_PP0P_                      3
min in group clk0               jk_ff1.Q$_DFFE_PP0P_  jk_ff1.Q$_DFFE_PP0P_                      2
No activity file was given, so power comes from the tool's default toggle rates.
